==> flow/design.v <==
module SC_STATEMACHINEPlayer (
	SC_STATEMACHINEPlayer_DeadFlag_OutLow,
	SC_STATEMACHINEPlayer_Load_OutLow,
	SC_STATEMACHINEPlayer_STATEMACHINEChangeLevel_OutLow,
	SC_STATEMACHINEPlayer_Cont_num_clear_OutLow,
	SC_STATEMACHINEPlayer_CLOCK_50, 
	SC_STATEMACHINEPlayer_RESET_InHigh, 
	SC_STATEMACHINEPlayer_startButton_InLow, 
	SC_STATEMACHINEPlayer_DeadFlag, 
	SC_STATEMACHINEPlayer_DeadComparator, 
	SC_STATEMACHINEPlayer_Count_num, 
	SC_STATEMACHINEPlayer_Count
);	
localparam STATE_RESET_0									= 0;
localparam STATE_START_0									= 1;
localparam STATE_CHECK_0									= 2;
localparam STATE_LOAD_0										= 3; 
localparam STATE_LOAD_1										= 4; 
localparam STATE_DEATH										= 5;
localparam STATE_LEVEL1_0									= 6;
localparam STATE_LEVEL1_1 									= 7;
localparam STATE_LEVEL2_0									= 8;
localparam STATE_LEVEL2_1 									= 9;
localparam STATE_LEVEL3_0									= 10;
localparam STATE_LEVEL3_1 									= 11;
output reg 	SC_STATEMACHINEPlayer_DeadFlag_OutLow;
output reg	SC_STATEMACHINEPlayer_Load_OutLow;
output reg	SC_STATEMACHINEPlayer_STATEMACHINEChangeLevel_OutLow;
output reg  SC_STATEMACHINEPlayer_Cont_num_clear_OutLow;
input SC_STATEMACHINEPlayer_CLOCK_50;
input SC_STATEMACHINEPlayer_RESET_InHigh;
input SC_STATEMACHINEPlayer_startButton_InLow;
input SC_STATEMACHINEPlayer_DeadFlag;
input SC_STATEMACHINEPlayer_DeadComparator;
input SC_STATEMACHINEPlayer_Count_num;
input SC_STATEMACHINEPlayer_Count;
reg [3:0] STATE_Register;
reg [3:0] STATE_Signal;
always @(*)
begin
	case (STATE_Register)
		STATE_RESET_0: STATE_Signal = STATE_START_0;
		STATE_START_0: STATE_Signal = STATE_CHECK_0;
		STATE_CHECK_0: if (SC_STATEMACHINEPlayer_DeadComparator ==1'b0) STATE_Signal = STATE_DEATH;
							else if (SC_STATEMACHINEPlayer_DeadFlag == 1'b0) STATE_Signal = STATE_DEATH;
							else if (SC_STATEMACHINEPlayer_Count == 1'b0) STATE_Signal = STATE_LOAD_0;
							else if (SC_STATEMACHINEPlayer_Count_num == 6'b101000) STATE_Signal = STATE_LEVEL3_0;
							else if (SC_STATEMACHINEPlayer_Count_num == 6'b101101) STATE_Signal = STATE_LEVEL2_0;
							else if (SC_STATEMACHINEPlayer_Count_num == 6'b101000) STATE_Signal = STATE_LEVEL1_0;
							else STATE_Signal = STATE_CHECK_0;
		STATE_LEVEL1_0 : STATE_Signal = STATE_LEVEL1_1;
		STATE_LEVEL1_1 : if (SC_STATEMACHINEPlayer_Count == 1'b0) STATE_Signal = STATE_LOAD_0;
						  	  else STATE_Signal = STATE_LEVEL1_1;
		STATE_LEVEL2_0 : STATE_Signal = STATE_LEVEL2_1;
		STATE_LEVEL2_1 : if (SC_STATEMACHINEPlayer_Count == 1'b0) STATE_Signal = STATE_LOAD_0;
						  	  else STATE_Signal = STATE_LEVEL2_1;
		STATE_LEVEL3_0 : STATE_Signal = STATE_LEVEL3_1;
		STATE_LEVEL3_1 : if (SC_STATEMACHINEPlayer_Count == 1'b0) STATE_Signal = STATE_LOAD_0;
						  	  else STATE_Signal = STATE_LEVEL3_1;
		STATE_DEATH: STATE_Signal = STATE_CHECK_0;	
		default : 		STATE_Signal = STATE_CHECK_0;
	endcase
end
always @ ( posedge SC_STATEMACHINEPlayer_CLOCK_50 , posedge SC_STATEMACHINEPlayer_RESET_InHigh)
begin
	if (SC_STATEMACHINEPlayer_RESET_InHigh == 1'b1)
		STATE_Register <= STATE_RESET_0;
	else
		STATE_Register <= STATE_Signal;
end
always @ (*)
begin
	case (STATE_Register)
	STATE_RESET_0 :	
		begin
			SC_STATEMACHINEPlayer_DeadFlag_OutLow = 1'b1;
			SC_STATEMACHINEPlayer_Load_OutLow = 1'b1;
			SC_STATEMACHINEPlayer_STATEMACHINEChangeLevel_OutLow = 1'b1;
			SC_STATEMACHINEPlayer_Cont_num_clear_OutLow = 1'b1;
		end
	STATE_START_0 :	
		begin
			SC_STATEMACHINEPlayer_DeadFlag_OutLow = 1'b1;
			SC_STATEMACHINEPlayer_Load_OutLow = 1'b1;
			SC_STATEMACHINEPlayer_STATEMACHINEChangeLevel_OutLow = 1'b1;
			SC_STATEMACHINEPlayer_Cont_num_clear_OutLow = 1'b1;
		end
	STATE_CHECK_0 :
		begin
			SC_STATEMACHINEPlayer_DeadFlag_OutLow = 1'b1;
			SC_STATEMACHINEPlayer_Load_OutLow = 1'b1;
			SC_STATEMACHINEPlayer_STATEMACHINEChangeLevel_OutLow = 1'b1;
			SC_STATEMACHINEPlayer_Cont_num_clear_OutLow = 1'b1;
		end
	STATE_DEATH :
		begin
			SC_STATEMACHINEPlayer_DeadFlag_OutLow = 1'b0;
			SC_STATEMACHINEPlayer_Load_OutLow = 1'b1;
			SC_STATEMACHINEPlayer_STATEMACHINEChangeLevel_OutLow = 1'b1;
			SC_STATEMACHINEPlayer_Cont_num_clear_OutLow = 1'b1;
		end
	STATE_LEVEL1_0 :
		begin
			SC_STATEMACHINEPlayer_DeadFlag_OutLow = 1'b1;
			SC_STATEMACHINEPlayer_Load_OutLow = 1'b1;
			SC_STATEMACHINEPlayer_STATEMACHINEChangeLevel_OutLow = 1'b0;
			SC_STATEMACHINEPlayer_Cont_num_clear_OutLow = 1'b1;
		end
	STATE_LEVEL1_1 :
		begin
			SC_STATEMACHINEPlayer_DeadFlag_OutLow = 1'b1;
			SC_STATEMACHINEPlayer_Load_OutLow = 1'b1;
			SC_STATEMACHINEPlayer_STATEMACHINEChangeLevel_OutLow = 1'b1;
			SC_STATEMACHINEPlayer_Cont_num_clear_OutLow = 1'b1;
		end
	STATE_LEVEL2_0 :
		begin
			SC_STATEMACHINEPlayer_DeadFlag_OutLow = 1'b1;
			SC_STATEMACHINEPlayer_Load_OutLow = 1'b1;
			SC_STATEMACHINEPlayer_STATEMACHINEChangeLevel_OutLow = 1'b0;
			SC_STATEMACHINEPlayer_Cont_num_clear_OutLow = 1'b1;
		end
	STATE_LEVEL2_1 :
		begin
			SC_STATEMACHINEPlayer_DeadFlag_OutLow = 1'b1;
			SC_STATEMACHINEPlayer_Load_OutLow = 1'b1;
			SC_STATEMACHINEPlayer_STATEMACHINEChangeLevel_OutLow = 1'b1;
			SC_STATEMACHINEPlayer_Cont_num_clear_OutLow = 1'b1;
		end		
	STATE_LEVEL3_0 :
		begin
			SC_STATEMACHINEPlayer_DeadFlag_OutLow = 1'b1;
			SC_STATEMACHINEPlayer_Load_OutLow = 1'b1;
			SC_STATEMACHINEPlayer_STATEMACHINEChangeLevel_OutLow = 1'b0;
			SC_STATEMACHINEPlayer_Cont_num_clear_OutLow = 1'b1;
		end
	STATE_LEVEL3_1 :
		begin
			SC_STATEMACHINEPlayer_DeadFlag_OutLow = 1'b1;
			SC_STATEMACHINEPlayer_Load_OutLow = 1'b1;
			SC_STATEMACHINEPlayer_STATEMACHINEChangeLevel_OutLow = 1'b1;
			SC_STATEMACHINEPlayer_Cont_num_clear_OutLow = 1'b1;
		end		
	default :
		begin
			SC_STATEMACHINEPlayer_DeadFlag_OutLow = 1'b1;
			SC_STATEMACHINEPlayer_Load_OutLow = 1'b1;
			SC_STATEMACHINEPlayer_STATEMACHINEChangeLevel_OutLow = 1'b1;
		end
	endcase
end
endmodule
==> flow/run.sh <==
#!/bin/bash
# OpenROAD 26Q1-2900-gdf79404cd8, Yosys 0.63+post, stock flow scripts
make -C /OpenROAD-flow-scripts/flow DESIGN_CONFIG=/design/flow/config.mk WORK_HOME=/design/flow/orfs finish
==> flow/config.mk <==
export PLATFORM = sky130hd
export DESIGN_NAME = SC_STATEMACHINEPlayer
export DESIGN_NICKNAME = SC_STATEMACHINEPlayer
export VERILOG_FILES = /design/flow/design.v
export SDC_FILE = /design/flow/constraint.sdc
export NUM_CORES = 4
export LEC_CHECK = 1
export CORE_AREA = 10 10 70 70
export DIE_AREA = 0 0 80 80
==> flow/constraint.sdc <==
current_design SC_STATEMACHINEPlayer

set clk_period 1.5
set clk_io_pct 0.2

create_clock -name clk0 -period $clk_period [get_ports {SC_STATEMACHINEPlayer_CLOCK_50}]

set non_clock_inputs [all_inputs -no_clocks]
set_input_delay [expr $clk_period * $clk_io_pct] -clock clk0 $non_clock_inputs
set_output_delay [expr $clk_period * $clk_io_pct] -clock clk0 [all_outputs]
==> out/results.tsv <==
stage	metric	value	unit
sta	min_period	1.45	ns
sta	fin_ws	0.0538	ns
floorplan	floorplan.core_util	8.75	%
critical_path	required	1.20	ns
routing	wirelength	517	um
floorplan	die_x	80	um
sta	clock_skew	0.00928	ns
placed_design	place_hpwl	401	um
critical_path	critPathMaxFanout	2	
layout	drive_above_1_share	15.2	%
job	tool_warnings	27	
yosys	yosysSeqAreaShare	67.4	%
floorplan	die_y	80	um
layout	lay_top_count	dfrtp_1	
critical_path	critPathBufInv	2	
layout	largest_reg_flops	8	
yosys	synth_chip_area	299	um^2
sta	drv_slew	0	
power_and_ir_drop	swShare	20.8	%
placed_design	dpl_worst_slack	0.334	ns
routing	drcViolationCount	0	
power_and_ir_drop	pwr-share-clk	40.9	%
clocking	clock_path_buffers	2	
critical_path	cp_slowest_cell	clkdlybuf4s50_1	
critical_path	worstSetupPathType	reg -> out	
clocking	cts_tree	done	
critical_path	r2r_cells	2	
power_and_ir_drop	ir_worst_vdd	0.000201	V
yosys	netlist_instances	25	
yosys	ys_types	12	
job	cap_violations	0	
critical_path	r2r_start	STATE_Register[2]$_DFF_PP0_	
sta	final_hold_viol_count	0	
critical_path	crit_path_end_kind	output pin	
routing	drt-pass1-iter-count	2	
grt	grt_overflow_total	0	
grt	grt_max_degree	9	
layout	nFillCells	392	
placed_design	dpl_cell_area	392	um^2
yosys	synth_flop_count	8	
sta	whs	0.274	ns
power_and_ir_drop	power_frac_seq	52.6	%
sta	finalSetupViolCount	0	
grt	antenna_found_initial	0	
yosys	syn_area	299	um^2
clocking	post_cts_buffers	0	
critical_path	crit_chain	inv_1 > clkdlybuf4s50_1	
sta	fmax	0.691	GHz
layout	top_register	STATE_Register	
clocking	clk_latency	0.26	ns
placed_design	place.gp.congestion	0.670	
layout	synthToLayoutAreaGrowth	39.7	%
power_and_ir_drop	finalPower	0.000434	W
yosys	ys_cells	25	
yosys	avgSynthCellArea	12.0	um^2
clocking	hold_buffers	0	
sta	post-route-period-util	96.4	%
power_and_ir_drop	powerDensity	1040	nW/um^2
floorplan	placement_rows	21	
clocking	cts_num_sinks	8	
hold_path	hp-class	in -> async	
routing	viasPerCell	2.20	
clocking	cts.repair.resized	0	
power_and_ir_drop	internal_power	0.000344	W
floorplan	ios	11	
grt	grt_pass1_wl	945	um
power_and_ir_drop	p_sw	0.0000901	W
floorplan	die_area	6400	um^2
critical_path	crit_arrival	1.15	ns
status	outcome	complete, no violations	
critical_path	crit_path_max_incr_delay	0.45	ns
critical_path	r2r_slack	0.72	ns
critical_path	critPathTopFamily	buffers and inverters	
sta	setup_tns	0	ns
layout	lay_top_cells	dfrtp_1 (7), clkdlybuf4s50_1 (5), conb_1 (4)	
critical_path	r2r-end	STATE_Register[1]$_DFF_PP0_	
yosys	yosys_warnings	1	
power_and_ir_drop	leakagePower	0.182	nW
layout	largest_registers	STATE_Register (8)	
routing	routedWlPerCell	6.54	um
clocking	cts_root_buf	clkbuf_4	
placed_design	numPortBuffers	5	
clocking	cts_buffers	3	
floorplan	core	3420	um^2
grt	first_global_vias	209	
grt	track_usage	2.00	%
clocking	clk_pin_slew_worst_paths	0.06	ns
routing	diodes	0	
power_and_ir_drop	p_comb_share	6.5	%
sta	rsz0062_at_grt	false	
critical_path	critPathLaunchType	flip-flop	
routing	drtIter0Drc	4	
clocking	htree_levels	1	
routing	vias	174	
routing	drtAntennaViolNets	0	
layout	stdcell_area	418	um^2
[cell usage after synthesis]
| library cell | instances | area (um^2) |
|---|---|---|
| a21oi_1 | 1 | 5.00 |
| dfrtp_1 | 7 | 175 |
| conb_1 | 2 | 7.51 |
| dfstp_2 | 1 | 26.3 |
| inv_1 | 3 | 11.3 |
| nand3_1 | 1 | 5.00 |
| and2_1 | 3 | 18.8 |
| nor3_1 | 1 | 5.00 |
| o21ai_1 | 1 | 5.00 |
| nor3_2 | 1 | 10.0 |
| a21boi_0 | 1 | 7.51 |
| buf_4 | 3 | 22.5 |
[power groups by stage]
stage / clock network (W) / logic [W] / registers [W]
final: 0.000177 / 0.0000282 / 0.000228
after global routing: 0.000200 / 0.0000333 / 0.000229
after CTS: 0.000185 / 0.0000293 / 0.000228
[routing by layer]
metal	vias up	wire [um]	part of all wire [%]	global-route usage, %
met2	9	155	30	2.25
li1	87	-	-	-
met3	0	132	26	2.73
met1	78	229	44	2.17
met4	0	0	0	0.352
met5	-	0	0	0
[layout make-up]
cell class | count | area [um^2] | area share (%)
clock buffer | 4 | 26.3 | 6.29
inverter | 3 | 11.3 | 2.69
multi-input combinational | 13 | 71.3 | 17.1
sequential | 8 | 201 | 48.2
tap | 46 | 57.6 | 13.8
timing repair buffer | 5 | 50.0 | 12.0
[cells by family after synthesis]
| family | count (synthesis) | synth area share [%] |
|---|---|---|
| AOI/OAI and AO/OA | 3 | 5.86 |
| buffers and inverters | 6 | 11.3 |
| DFF | 8 | 67.4 |
| other | 2 | 2.51 |
| and+or+nand+nor | 6 | 13.0 |
[stage by stage]
step                std cells  utilization, %
global route               79            12.2
global placement           75            11.5
floorplan                  27               -
finish                     79            12.2
detailed placement         75            11.5
CTS                        79            12.2
[worst max-delay path by stage]
stage	from	end	slack [ns]	depth (start not counted)
4_1_cts	STATE_Register[4]$_DFF_PP0_	SC_STATEMACHINEPlayer_DeadFlag_OutLow	0.04	2
5_1_grt	STATE_Register[4]$_DFF_PP0_	SC_STATEMACHINEPlayer_DeadFlag_OutLow	0.004	2
6_report	STATE_Register[4]$_DFF_PP0_	SC_STATEMACHINEPlayer_DeadFlag_OutLow	0.05	2
Power and IR drop assume default switching activity.
