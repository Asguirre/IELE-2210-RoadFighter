===== flow/design.v =====
module SC_STATEMACHINE (
	SC_STATEMACHINE_clear_OutLow,
	SC_STATEMACHINE_load_OutLow,
	SC_STATEMACHINE_CLOCK_50,
	SC_STATEMACHINE_RESET_InHigh,
	SC_STATEMACHINE_clear_InLow,
	SC_STATEMACHINE_load_InLow
);	
localparam STATE_RESET_0									= 0;
localparam STATE_START_0									= 1;
localparam STATE_CHECK_0									= 2;
localparam STATE_CLEAR_0									= 3;
localparam STATE_CLEAR_1									= 4;
localparam STATE_LOAD_0										= 5; 
localparam STATE_LOAD_1										= 6; 
output reg		SC_STATEMACHINE_clear_OutLow;
output reg		SC_STATEMACHINE_load_OutLow;
input			SC_STATEMACHINE_CLOCK_50;
input 			SC_STATEMACHINE_RESET_InHigh;
input			SC_STATEMACHINE_clear_InLow;
input			SC_STATEMACHINE_load_InLow;
reg [3:0] STATE_Register;
reg [3:0] STATE_Signal;
always @(*)
begin
	case (STATE_Register)
		STATE_RESET_0: STATE_Signal = STATE_START_0;
		STATE_START_0: STATE_Signal = STATE_CHECK_0;
		STATE_CHECK_0: if (SC_STATEMACHINE_clear_InLow == 1'b0) STATE_Signal = STATE_CLEAR_0;
							else 	if (SC_STATEMACHINE_load_InLow == 1'b0) STATE_Signal = STATE_LOAD_0;
							else STATE_Signal = STATE_CHECK_0;
		STATE_CLEAR_0: STATE_Signal = STATE_CLEAR_1;
		STATE_CLEAR_1: if (SC_STATEMACHINE_clear_InLow == 1'b0) STATE_Signal = STATE_CLEAR_1;
							else STATE_Signal = STATE_CHECK_0;
		STATE_LOAD_0: 	STATE_Signal = STATE_LOAD_1;
		STATE_LOAD_1: 	if (SC_STATEMACHINE_load_InLow == 1'b0) STATE_Signal = STATE_LOAD_1;
							else STATE_Signal = STATE_CHECK_0;		
		default : 		STATE_Signal = STATE_CHECK_0;
	endcase
end
always @ ( posedge SC_STATEMACHINE_CLOCK_50 , posedge SC_STATEMACHINE_RESET_InHigh)
begin
	if (SC_STATEMACHINE_RESET_InHigh == 1'b1)
		STATE_Register <= STATE_RESET_0;
	else
		STATE_Register <= STATE_Signal;
end
always @ (*)
begin
	case (STATE_Register)
	STATE_RESET_0 :	
		begin
			SC_STATEMACHINE_clear_OutLow = 1'b1;
			SC_STATEMACHINE_load_OutLow = 1'b1;
		end
	STATE_START_0 :	
		begin
			SC_STATEMACHINE_clear_OutLow = 1'b1;
			SC_STATEMACHINE_load_OutLow = 1'b1;
		end
	STATE_CHECK_0 :
		begin
			SC_STATEMACHINE_clear_OutLow = 1'b1;
			SC_STATEMACHINE_load_OutLow = 1'b1;
		end
	STATE_CLEAR_0 :	
		begin
			SC_STATEMACHINE_clear_OutLow = 1'b0;   
			SC_STATEMACHINE_load_OutLow = 1'b1;
		end
	STATE_CLEAR_1 :	
		begin
			SC_STATEMACHINE_clear_OutLow = 1'b1;
			SC_STATEMACHINE_load_OutLow = 1'b1;
		end
	STATE_LOAD_0 :
		begin
			SC_STATEMACHINE_clear_OutLow = 1'b1;
			SC_STATEMACHINE_load_OutLow = 1'b0;  
		end
	STATE_LOAD_1 :
		begin
			SC_STATEMACHINE_clear_OutLow = 1'b1;
			SC_STATEMACHINE_load_OutLow = 1'b1; 
		end
	default :
		begin
			SC_STATEMACHINE_clear_OutLow = 1'b1;
			SC_STATEMACHINE_load_OutLow = 1'b1; 
		end
	endcase
end
endmodule

===== flow/run.sh =====
#!/bin/bash
# OpenROAD 26Q1-2900-gdf79404cd8, Yosys 0.63+post, stock flow scripts
make -C /OpenROAD-flow-scripts/flow DESIGN_CONFIG=/design/flow/config.mk WORK_HOME=/design/flow/orfs finish

===== flow/config.mk =====
export PLATFORM = sky130hd
export DESIGN_NAME = SC_STATEMACHINE
export DESIGN_NICKNAME = SC_STATEMACHINE
export VERILOG_FILES = /design/flow/design.v
export SDC_FILE = /design/flow/constraint.sdc
export NUM_CORES = 4
export LEC_CHECK = 1
export CORE_AREA = 10 10 70 70
export DIE_AREA = 0 0 80 80

===== flow/constraint.sdc =====
current_design SC_STATEMACHINE

set clk_period 1.1
set clk_io_pct 0.2

create_clock -name clk0 -period $clk_period [get_ports {SC_STATEMACHINE_CLOCK_50}]

set non_clock_inputs [all_inputs -no_clocks]
set_input_delay [expr $clk_period * $clk_io_pct] -clock clk0 $non_clock_inputs
set_output_delay [expr $clk_period * $clk_io_pct] -clock clk0 [all_outputs]

==> results.txt <==
Results of the implementation run.

STA classifies the critical path endpoint as an output port. The final critical-path required period is 1050 ps. On the critical path the largest part of the delay comes from flip-flops. Per the final report, max-transition violations number 0. The leakage component of the power came out at 0.168 nW. The root cell of the clock tree is sky130_fd_sc_hd__clkbuf_4.

STA reports the tightest min-delay check as being of type input port to async pin. Power spread over the standard cell area amounts to 1530 nW/um2. For this run, the chip area from Yosys synthesis comes to 243 um2. The floorplan step set the die height to 80 um. The setup skew after layout came out at 3.13 ps.

The routability congestion estimate from global placement came out at 0.689. The critical path in this run is classified as register to output port. Per the OpenROAD floorplan log, the width of the die is 80 um. In this build the clock could be raised as far as 0.953 GHz.

More flip-flops sit in one register than any other, and that register is STATE_Register. The violation count after the first detailed-route iteration is 18. The antenna diode count is 0. The OpenROAD warning count came out at 25. The number of primary I/O pins came out at 6.

The reg-to-reg setup timing slack is 370 ps. The proportion of total power due to net switching is 23.0%. The combinational group share of total power is 7.8%.

The number of gates on the worst path with buffers counted is 2. The worst voltage drop across the vdd grid is 0.000247 V. The final hold violation count recorded for this run is 0. For reference, the critical path cell chain is inv_1 -> clkdlybuf4s15_1. The cell count after synthesis came out at 20. The final global-route overflow total is 0.

Per report_power, the clock group accounts for 41.4% of the total. The chip occupies 6400 um2. Note, the detailed placer reported a final HPWL of 379 um. The number of setup violations in the final report came out at 0. The reg-to-reg endpoint is STATE_Register[2].

The total iterations of the first detailed-routing run is 3. The maximum fanout count along the critical path is 2. The number of port buffers is 5. Looking at the gate-level netlist, the highest instance count belongs to sky130_fd_sc_hd__dfrtp_1.

The number of register bits inferred by synthesis is 7. The initial antenna violation count was 0. The run finished with clean final reports.

The count of cells along the worst register-to-register path is 2. The largest net degree at the start of global routing is 8. Counting instances in the post-synthesis netlist gives the leading cell types as sky130_fd_sc_hd__dfrtp_1, sky130_fd_sc_hd__inv_1, sky130_fd_sc_hd__a21oi_1. In the synthesized netlist the async set-or-reset flop fraction comes to 100%.

For the worst reg-to-reg path, the startpoint reported by OpenROAD is STATE_Register[2]. The number of rows created at floorplan came out at 21. The routed layout has 165 vias. The maximum cell stage delay along the critical path is 350 ps. The CTS tree is done. The largest total area in the synthesized netlist belongs to sky130_fd_sc_hd__dfrtp_1. The total of hold buffers inserted after clock tree synthesis is 0. The synthesized cell area came out at 243 um2. The wire length of the first global-routing pass is 752 um. The number of cells in Yosys stat is 20.

The DRC violations left came out at 0. The fraction of final layout cells with drive strength greater than 1 came out at 27.6%. The maximum buffer depth of the clock tree came out at 2. The share of the cycle needed by the critical path after routing is 95.4%. The number of clock buffers inserted by TritonCTS is 3. The insertion delay of the later-clocked pin in the worst-skew pair is 260 ps. The worst setup path is launched from a register. The synthesis report lists the most area-consuming cells as sky130_fd_sc_hd__dfrtp_1, sky130_fd_sc_hd__dfstp_2, sky130_fd_sc_hd__inv_1, sky130_fd_sc_hd__a21oi_1, sky130_fd_sc_hd__and2b_2. The portion of the post-synthesis area used by sequential elements came out at 72.7%.

In the final layout, the registers with the most flip-flops are STATE_Register x7. In the post-route report, total wirelength is listed as 482 um. The count of unique library cells instantiated by Yosys is 10. The number of setup buffers added after CTS came out at 0. The TritonCTS sink count came out at 7. For this run, the number of Yosys warnings is 1. Measured on the finished design, the core utilization comes to 10.9%. The ratio of routed vias to standard cells is 2.20. The internal power of the cells totals 0.438 mW.

Per the detail_route report, routed wire per instance is 6.43 um. The flip-flop count of the largest register after layout came out at 7. The synthesis report names the predominant flop master as sky130_fd_sc_hd__dfrtp_1. In this run, flip-flops and latches consume 50.8% of the power. The number of enable-type register cells in the synthesized netlist is 0. Total power for the finished layout comes to 0.570 mW. Setup repair after global routing left no endpoint under its margin.

The remaining antenna violation count after routing came out at 0. The number of global-route vias before repair came out at 163. The H-tree depth reported by CTS is 1.

The fraction of post-synthesis cell area in the top cell type by area came out at 61.9%. The number of buffers and inverters on the critical path is 2. STA puts the critical path data required time at 880 ps.

The signal arrival time at the worst endpoint is 830 ps. The synthesis-to-layout area growth is 53.6%. The clock-pin slew of the registers on the worst-case setup and hold paths came out at 50 ps. The floorplan step records an initial core utilization of 7.11%.

The mean instance size in the synthesized netlist is 12.1 um2. In the global route stage, overall resource usage came out at 1.70%. The critical path's slowest stage uses the library cell sky130_fd_sc_hd__dfrtp_1. The core footprint came out at 3420 um2. The number of maximum-capacitance constraint violations came out at 0.

The switching power total came out at 0.131 mW.
-- placed cells by master (no fill, tap or decap) --
cell type                         n
sky130_fd_sc_hd__inv_1            5
sky130_fd_sc_hd__o21ai_1          1
sky130_fd_sc_hd__a21oi_1          2
sky130_fd_sc_hd__dfrtp_1          6
sky130_fd_sc_hd__clkbuf_4         3
sky130_fd_sc_hd__dfstp_2          1
sky130_fd_sc_hd__buf_2            1
sky130_fd_sc_hd__conb_1           1
sky130_fd_sc_hd__a21o_1           1
sky130_fd_sc_hd__o21ai_0          1
sky130_fd_sc_hd__and3_2           1
sky130_fd_sc_hd__and2b_2          1
sky130_fd_sc_hd__clkdlybuf4s50_1  3
sky130_fd_sc_hd__clkdlybuf4s15_1  1
sky130_fd_sc_hd__clkinv_2         1
-- timing repair --
action | in CTS | in global routing
hold endpoints to repair | 0 | 0
pin swaps | 0 | 0
setup endpoints to repair | 2 | 1
resized | 4 | 1
-- layer usage --
layer	wire, um	vias to the layer above	track usage [%]
li1	-	78	-
met1	208	79	1.95
met2	158	8	1.44
met3	116	0	2.73
met4	0	0	0.352
met5	0	-	0
-- power groups by stage --
stage                 logic, mW  clock network (mW)  registers, mW
after CTS                0.0451               0.244          0.290
after global routing     0.0507               0.263          0.292
final                    0.0446               0.236          0.289
-- how the worst max path moves through the flow --
stage / endpoint / start / slack [ps]
CTS: SC_STATEMACHINE_clear_OutLow / STATE_Register[6] / 10
global route: SC_STATEMACHINE_clear_OutLow / STATE_Register[6] / 8
finish: SC_STATEMACHINE_clear_OutLow / STATE_Register[6] / 50
-- through the flow --
| stage | instance area [um2] | instances | hold WS [ps] | worst slack, ps | setup TNS (ps) |
|---|---|---|---|---|---|
| after global routing | 373 | 75 | 196 | 7.64 | 0 |
| after global placement | 350 | 71 | 380 | -19.4 | -19.4 |
| after detailed placement | 350 | 71 | 382 | -17.2 | -34.0 |
| after floorplan | 243 | 20 | 22.7 | 429 | 0 |
| after CTS | 372 | 75 | 183 | 10.2 | 0 |
| final | 373 | 75 | 186 | 51.1 | 0 |
-- cells by family (layout without fill, tap and decap cells) --
logic type | count (synthesis) | after routing | share of synthesized area [%]
and+or+nand+nor | 2 | 2 | 6.70
buffers and inverters | 5 | 14 | 7.73
DFF | 7 | 7 | 72.7
other | 1 | 1 | 1.54
AOI/OAI and AO/OA | 5 | 5 | 11.3
-- layout make-up --
class | instances | area, um2
Timing Repair Buffer | 5 | 45.0
Multi-Input combinational cell | 8 | 47.5
Fill cell | 402 | 3040
Inverter | 5 | 18.8
Tap cell | 46 | 57.6
Clock buffer | 3 | 22.5
Sequential cell | 7 | 176
Clock inverter | 1 | 5.00
No activity file was given, so power comes from the tool's default toggle rates.
