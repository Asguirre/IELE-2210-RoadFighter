`flow/run.sh`:
```
#!/bin/bash
# OpenROAD 26Q1-2900-gdf79404cd8, Yosys 0.63+post, stock flow scripts
make -C /OpenROAD-flow-scripts/flow DESIGN_CONFIG=/design/flow/config.mk WORK_HOME=/design/flow/orfs finish
```
`flow/config.mk`:
```
export PLATFORM = sky130hd
export DESIGN_NAME = SC_auxCOUNTER
export DESIGN_NICKNAME = SC_auxCOUNTER
export VERILOG_FILES = /design/flow/design.v
export SDC_FILE = /design/flow/constraint.sdc
export NUM_CORES = 4
export LEC_CHECK = 1
export CORE_AREA = 10 10 70 70
export DIE_AREA = 0 0 80 80
```
`flow/constraint.sdc`:
```
current_design SC_auxCOUNTER

set clk_period 1.9
set clk_io_pct 0.2

create_clock -name clk0 -period $clk_period [get_ports {SC_auxCOUNTER_CLOCK_50}]

set non_clock_inputs [all_inputs -no_clocks]
set_input_delay [expr $clk_period * $clk_io_pct] -clock clk0 $non_clock_inputs
set_output_delay [expr $clk_period * $clk_io_pct] -clock clk0 [all_outputs]
```
`flow/design.v`:
```
module SC_auxCOUNTER #(parameter auxCOUNTER_DATAWIDTH=8)(
	SC_auxCOUNTER_data_OutBUS,
	SC_auxCOUNTER_CLOCK_50,
	SC_auxCOUNTER_RESET_InHigh,
	SC_auxCOUNTER_upcount_InLow
);
output		[auxCOUNTER_DATAWIDTH-1:0]	SC_auxCOUNTER_data_OutBUS;
input		SC_auxCOUNTER_CLOCK_50;
input		SC_auxCOUNTER_RESET_InHigh;
input		SC_auxCOUNTER_upcount_InLow;
reg [auxCOUNTER_DATAWIDTH-1:0] auxCOUNTER_Register;
reg [auxCOUNTER_DATAWIDTH-1:0] auxCOUNTER_Signal;
always @(*)
begin
	if (SC_auxCOUNTER_upcount_InLow == 1'b0)
		auxCOUNTER_Signal = auxCOUNTER_Register + 1'b1;
	else
		auxCOUNTER_Signal = auxCOUNTER_Register;
	end	
always @(posedge SC_auxCOUNTER_CLOCK_50, posedge SC_auxCOUNTER_RESET_InHigh)
begin
	if (SC_auxCOUNTER_RESET_InHigh  == 1'b1)
		auxCOUNTER_Register <= 0;
	else
		auxCOUNTER_Register <= auxCOUNTER_Signal;
end
assign SC_auxCOUNTER_data_OutBUS = auxCOUNTER_Register;
endmodule
```
==> results_slide.txt <==
Implementation Results

Status
  – Status: completed

Drt
  – Routed via count: about 240
  – TritonRoute pass-1 iters: 3
  – Final wirelength: 734 um
  – DRT antenna net count: 0
  – DRC violations left: 0
  – DRT iter0 DRCs: 2
  – Avg WL per Cell: ~8.5 um
  – Antenna cells: 0
  – Vias per std cell: roughly 2.8

Place
  – Placed cell count: about 83
  – Placement-stage cell area: about 510 um2
  – IO buf count: 10
  – Gp weighted congestion: 0.721

Critical path
  – CP bufs+invs: 1
  – Req. time, crit path: 1.52 ns
  – Startpoint Class: flop
  – Arrival time at the worst endpoint: around 1.2 ns
  – Crit-path max FO: 4
  – Flop-to-flop setup slack: approximately 0.7 ns
  – Worst-case reg-to-reg path depth: 4
  – Crit-path slowest cell: clkdlybuf4s50_1
  – Crit path max-delay family: buffers and inverters
  – CP cell instances: clkdlybuf4s50_1
  – Nature of the critical path endpoint: output port
  – R2R Path Start: auxCOUNTER_Register[0]
  – Crit path from: auxCOUNTER_Register[0]
  – Worst r2r dst: auxCOUNTER_Register[6]
  – WS Path Type: flop to output port
  – CP peak stage delay: slightly above 0.5 ns

Run
  – Maxcap violations: 0
  – OpenROAD warnings: 25

Clock network
  – TritonCTS clock tree: done
  – Worst-case clock buffer depth: 2
  – Setup Buffers After CTS: 0
  – Clk root buf: clkbuf_4
  – Clock-pin slew on the worst setup and hold paths: 0.05 ns
  – Post-CTS sizing: 0
  – H-tree Lvls: 1
  – TritonCTS Buffers: 3
  – Post-cts hold buffer count: 0
  – Clock sink count: 8
  – Clk ins delay skew pair: approximately 0.25 ns

STA
  – Max-slew violations: 0
  – Setup violators final: 0
  – RSZ-0062 raised after global routing: false
  – Worst-Margin Slew: between 0.3 and 0.4 ns
  – Tcrit/Tclk final: between 80 and 90%
  – Clock Skews: 0.00416 ns
  – Final min period: 1.59 ns
  – Final Hold Vio Count: 0
  – Slew HR: about four fifths
  – Maximum operating frequency: 630 MHz
  – Setup TNS Final: 0 ns

Logic synthesis
  – # Cells Yosys: 27
  – Dominant cell type by area after synthesis: dfrtp_1
  – Basic Gates by Area: 18.9%
  – Syn Std Cell Area: around 360 um2
  – Seq cells post-synth: 8
  – Xor and xnor area share after synthesis: 17.2%
  – Sequential share of the synthesized area: 56.1%
  – Post-Syn Area per Cell: roughly 13 um2
  – Top cells, area: dfrtp_1 56%, xnor2_1 9.8%, xor2_1 7.4%
  – Distinct cells, synth: 12
  – Top area contributor share: ~56%
  – Yosys warnings: 1
  – Fa+ha+maj area frac: between 3 and 4%
  – Number of cells produced by synthesis: 27
  – Yosys aoi share: 0%
  – Yosys stat chip area: around 360 um2
  – Mux frac, synth: ~3.2%
  – Main logic family: simple AND/OR/NAND/NOR gates

GRT
  – Largest net degree at the start of global routing: 9
  – Gr usage total: about 2.7%
  – Global-route wire length before repair: 1320 um
  – Number of global-route vias before repair: around 280
  – Final global-route overflow total: 0
  – Initial antenna violation count: 0

Layout
  – Ratio of cells with drive above 1 in the final layout: ~15%
  – Commonest Layout Cell: clkdlybuf4s50_1
  – Largest Register: auxCOUNTER_Register
  – Largest regs: auxCOUNTER_Register: 8 flops
  – Number of fill cells: around 400
  – Most frequent cells in the layout: 10 x clkdlybuf4s50_1, 8 x dfrtp_1, 4 x xnor2_1
  – Area delta synth->final: 50.5%
  – Cell Count, Final, Fillers Out: about 86
  – Post-route cell area: ~540 um2
  – Number of flip-flops in the largest register: 8

Die
  – Die Area: 6400 um2
  – # rows: 21
  – Fp_density: between 10% and 20%
  – Ports: 11
  – Chip height: 80 um
  – Die Width: ~80 um
  – Core Box Area: between 3000 and 4000 um2

Power
  – PD cells: roughly 1300 nW/um2
  – P_leak: approximately 0.23 nW
  – Maximum VDD drop: around 570 uV

Worst hold path
  – Hold Crit Class: primary input to async pin
==> worst reg2reg max path: cells and delay by family, from the launching register on <==
family | cells | cell delay (ns)
flops | 1 | 0.44
fa+ha+maj | 1 | 0.22
simple gates | 2 | 0.31
xor+xnor | 1 | 0.14
==> power by group <==
group	total (W)	switching [W]	internal, W
combinational	0.000255	0.0000661	0.000189
sequential	0.000341	0.0000991	0.000242
clock	0.000126	0.0000536	0.0000720
==> worst max-delay path by stage <==
| stage | endpoint | cells past startpoint | slack, ns |
|---|---|---|---|
| after CTS | SC_auxCOUNTER_data_OutBUS[2] | 1 | 0.28 |
| after global routing | SC_auxCOUNTER_data_OutBUS[2] | 1 | 0.22 |
| final | SC_auxCOUNTER_data_OutBUS[0] | 1 | 0.31 |
==> per-layer routing <==
layer	vias to the layer above	routed length, um	track usage [%]
li1	116	-	-
met1	112	350	3.58
met2	13	246	2.89
met3	2	129	2.61
met4	0	8	0.528
met5	-	0	0
==> per-stage QoR <==
stage / total power [W] / util [%] / hold WS [ns] / worst slack (ns)
global placement: 0.000599 / 15.1 / 0.463 / 0.380
detailed placement: 0.000608 / 15.1 / 0.459 / 0.342
global route: 0.000796 / 15.7 / 0.397 / 0.220
CTS: 0.000743 / 15.7 / 0.372 / 0.283
finish: 0.000722 / 15.7 / 0.374 / 0.312
floorplan: 0.000426 / - / 0.196 / 0.832
==> synthesized netlist by cell type <==
master,instances
dfrtp_1,8
ha_1,1
inv_1,1
mux2_2,1
nand2_1,3
nand2b_1,1
nand4b_1,1
nand4b_4,1
nor2_1,2
nor3_2,1
xnor2_1,4
xor2_1,3
==> cell families (layout without fill, tap and decap cells) <==
group,count (synthesis),after routing
buf+inv,1,14
mux,1,1
simple gates,9,9
fa+ha+maj,1,1
flops,8,8
xor+xnor,7,7
==> cell type report <==
type / instances / area, um2 / area share, %
Tap cell: 46 / 57.6 / 10.7
Inverter: 1 / 3.75 / 0.699
Timing Repair Buffer: 10 / 100 / 18.6
Multi-Input combinational cell: 18 / 153 / 28.4
Clock buffer: 3 / 22.5 / 4.20
Sequential cell: 8 / 200 / 37.3
Power is estimated from default activity; no workload was simulated.
